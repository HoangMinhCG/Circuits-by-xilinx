==> flow/design.v <==
`timescale 1ns / 1ps
module demlen4b(
input clk, reset,
output wire [3:0] Q);
reg [3:0] r_reg;
wire [3:0] r_next;
xung1hz F0 (clk, reset, ck);
always @(negedge ck, posedge reset)
if (reset)
r_reg <= 0;
else 
r_reg <= r_next;
assign r_next = r_reg + 1;	
assign Q = r_reg;
endmodule
`timescale 1ns / 1ps
module xung1hz 
#(parameter N= 26, M = 50000000) 
(input wire clk, reset,
output wire q);
reg [N-1:0] r_reg;
wire [N-1:0] r_next;
always @(posedge clk, posedge reset)
if (reset)
r_reg <= 0;
else 
r_reg<=r_next;
assign r_next = (r_reg==M)?0:r_reg + 1;
assign q=(r_reg<M/2)?0:1; 
endmodule
==> flow/run.sh <==
#!/bin/bash
# OpenROAD 26Q1-2900-gdf79404cd8, Yosys 0.63+post, stock flow scripts
make -C /OpenROAD-flow-scripts/flow DESIGN_CONFIG=/design/flow/config.mk WORK_HOME=/design/flow/orfs finish
==> flow/config.mk <==
export PLATFORM = sky130hd
export DESIGN_NAME = demlen4b
export DESIGN_NICKNAME = demlen4b
export VERILOG_FILES = /design/flow/design.v
export SDC_FILE = /design/flow/constraint.sdc
export NUM_CORES = 4
export LEC_CHECK = 1
export CORE_AREA = 10 10 104 104
export DIE_AREA = 0 0 114 114
==> flow/constraint.sdc <==
current_design demlen4b

set clk_period 3.2
set clk_io_pct 0.2

create_clock -name clk0 -period $clk_period [get_ports {clk}]

set non_clock_inputs [all_inputs -no_clocks]
set_input_delay [expr $clk_period * $clk_io_pct] -clock clk0 $non_clock_inputs
set_output_delay [expr $clk_period * $clk_io_pct] -clock clk0 [all_outputs]
==> results.sh <==
# implementation run metrics
export IMPL_status="complete, no violations"
export IMPL_layout_top_cells="dfrtp_1, nand3_1, xnor2_1"
export IMPL_leakage_nw=0.720
export IMPL_worst_pin_slew_ps=858
export IMPL_skew_ps=2.31
export IMPL_switching_power_uw=108
export IMPL_ctsResizeCount=0
export IMPL_slew_headroom_pct=42.3
export IMPL_yosysCellCount=160
export IMPL_setup_tns_ps=0
export IMPL_post_route_util_pct=21.0
export IMPL_warnings=27
export IMPL_ys_ff=30
export IMPL_grt_busiest_layer="met1"
export IMPL_stdcell_count=276
export IMPL_worstSetupPathType="reg -> reg"
export IMPL_min_delay_path_class="reg -> reg"
export IMPL_grt_max_degree=31
export IMPL_cts_made_buffers=3
export IMPL_drt_vias_per_instance=4.33
export IMPL_grt_pass1_wl_um=5540
export IMPL_dp_cells=272
export IMPL_final_hold_viol_count=0
export IMPL_cts_root_buffer="clkbuf_8"
export IMPL_drtAntennaViolNets=0
export IMPL_required_ps=3340
export IMPL_cts_tree="built"
export IMPL_finalClockPeriodUsage_pct=64.3
export IMPL_antenna_found_initial=0
export IMPL_worstPathArrival_ps=2200
export IMPL_pwr_share_comb_pct=1.7
export IMPL_largest_register_ffs=26
export IMPL_use_met2_pct=7.10
export IMPL_grt_pass1_vias=1124
export IMPL_cts_hold_buf=0
export IMPL_r2r_setup_slack_ps=1140
export IMPL_path_clk_slew_ps=90
export IMPL_internal_power_uw=440
export IMPL_setup_viol=0
export IMPL_postSynthCellCount=160
export IMPL_rsz0062_at_grt="false"
export IMPL_drv_cap=0
export IMPL_yosys_warnings=3
export IMPL_min_period_ps=2060
export IMPL_drt_first_pass_iters=4
export IMPL_untimed_endpoints=8
export IMPL_ys_chip_area_mm2=0.00158
export IMPL_track_usage_pct=4.98
export IMPL_worstPathMaxFanout=10
export IMPL_vias=1196
export IMPL_start_kind="flip-flop"
export IMPL_place_hpwl_um=2320
export IMPL_clk_path_buf_depth=2
export IMPL_pwr_share_clk_pct=38.4
export IMPL_sw_frac_of_total_pct=19.7
export IMPL_chipArea_mm2=0.0130
export IMPL_die_x_um=114
export IMPL_fillCellCount=945
export IMPL_num_rows=34
export IMPL_ys_seq_share_pct=47.5
export IMPL_fp_util_pct=18.2
export IMPL_post_drt_wl_per_cell_um=11.3
export IMPL_design_area_mm2=0.00182
export IMPL_synth_cell_types=34
export IMPL_clock_latency_ps=270
export IMPL_io_pins=6
export IMPL_synth_area_mm2=0.00158
export IMPL_place_gp_congestion=0.859
export IMPL_core_area_mm2=0.00868
export IMPL_unclocked_regs=4
export IMPL_antennaDiodeCount=0
export IMPL_post_cts_buffers=0
export IMPL_cts_htree_levels=1
export IMPL_post_route_cells_drive_above_1_share_pct=5.36
export IMPL_postSynthAreaPerCell_um2=9.88
export IMPL_fmax_ghz=0.486
export IMPL_lay_top_count="dfrtp_1"
export IMPL_wl_um=3120
export IMPL_drt_iter0_markers=60
export IMPL_holdWs_ps=501
export IMPL_route_detailed_drc=0
export IMPL_io_buffers=5
export IMPL_peakVddDrop_mv=0.156
export IMPL_globalRouteMet3Util_pct=1.59
export IMPL_p_seq_share_pct=59.9
export IMPL_maxSlewViolCount=0
export IMPL_power_density_mw_per_mm2=301
export IMPL_gr_total_overflow=0
export IMPL_place_area_mm2=0.00176
export IMPL_die_y_um=114
export IMPL_met1_usage_pct=7.57
export IMPL_end_kind="flip-flop"
export IMPL_syn_to_final_growth_pct=15.1
[power by group through the flow]
stage | Clock (mW) | Combinational, mW | Sequential, mW
CTS | 0.220 | 0.0100 | 0.328
global route | 0.233 | 0.0111 | 0.328
finish | 0.211 | 0.00911 | 0.328
[Yosys cell counts]
library cell | count | area, um2
a211oi_1 | 1 | 7.51
a21oi_1 | 5 | 25.0
a31o_2 | 1 | 8.76
and2_1 | 2 | 12.5
and3_1 | 3 | 18.8
and3b_1 | 1 | 8.76
and4_1 | 2 | 17.5
buf_2 | 1 | 5.00
clkbuf_1 | 1 | 3.75
dfrtn_1 | 4 | 100
dfrtp_1 | 26 | 651
ha_1 | 4 | 50.1
inv_1 | 10 | 37.5
mux2i_1 | 5 | 50.1
nand2_1 | 10 | 37.5
nand3_1 | 17 | 85.1
nand4_1 | 9 | 56.3
nand4b_1 | 1 | 8.76
nor2_1 | 9 | 33.8
nor2b_1 | 1 | 6.26
nor3_1 | 5 | 25.0
nor3_4 | 1 | 16.3
nor4_1 | 5 | 31.3
nor4b_1 | 3 | 26.3
nor4bb_1 | 1 | 10.0
o21ai_0 | 7 | 35.0
o31ai_1 | 2 | 15.0
or2_2 | 1 | 6.26
or3_1 | 1 | 6.26
or4_1 | 2 | 15.0
or4_4 | 1 | 11.3
or4b_1 | 1 | 10.0
xnor2_1 | 14 | 123
xor2_1 | 3 | 26.3
[path summary, 6_finish.rpt]
check | startpoint | endpoint | cells after the start
setup / recovery | F0.r_reg[11]$_DFF_PP0_ | F0.r_reg[7]$_DFF_PP0_ | 4
hold / removal | F0.r_reg[22]$_DFF_PP0_ | F0.r_reg[22]$_DFF_PP0_ | 1
setup reg to reg | F0.r_reg[11]$_DFF_PP0_ | F0.r_reg[7]$_DFF_PP0_ | 4
hold reg to reg | F0.r_reg[22]$_DFF_PP0_ | F0.r_reg[22]$_DFF_PP0_ | 1
max in group asynchronous | reset | F0.r_reg[13]$_DFF_PP0_ | 3
min in group asynchronous | reset | F0.r_reg[23]$_DFF_PP0_ | 3
[layout make-up]
cell class	count	area, um2	share of cell area [%]
Multi-Input combinational cell	118	783	43.1
Tap cell	108	135	7.43
Sequential cell	30	751	41.3
Timing Repair Buffer	6	57.6	3.16
Clock buffer	4	55.1	3.03
Inverter	10	37.5	2.06
[per-stage QoR]
stage	setup WS, ps	total power, mW
2_1_floorplan	1390	0.340
3_3_place_gp	1140	0.345
3_5_place_dp	1150	0.345
4_1_cts	1140	0.558
5_1_grt	1030	0.573
6_report	1140	0.548
[kinds of logic (layout without fill, tap and decap cells)]
| family | Yosys count | count (layout) | share of synthesized area, % |
|---|---|---|---|
| simple gates | 76 | 76 | 28.0 |
| flops | 30 | 30 | 47.5 |
| xor+xnor | 17 | 17 | 9.42 |
| compound gates | 16 | 16 | 5.78 |
| buf+inv | 12 | 20 | 2.93 |
| mux | 5 | 5 | 3.17 |
| fa+ha+maj | 4 | 4 | 3.17 |
[worst max-delay path, stage by stage, from the launching register on]
cell,delay [ps]
dfrtp_1,450
or4b_1,520
or4_1,460
nor3_4,400
nor2_1,100
[routing by layer]
layer / vias to the layer above / wire, um
li1: 598 / -
met1: 569 / 1590
met2: 29 / 1320
met3: 0 / 214
met4: 0 / 0
met5: - / 0
Power figures rest on the tool's default switching activity, not on a simulated workload.
