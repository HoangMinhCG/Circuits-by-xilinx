[./run.sh]
#!/bin/bash
# OpenROAD 26Q1-2900-gdf79404cd8, Yosys 0.63+post, stock flow scripts
make -C /OpenROAD-flow-scripts/flow DESIGN_CONFIG=/design/flow/config.mk WORK_HOME=/design/flow/orfs finish
[./config.mk]
export PLATFORM = sky130hd
export DESIGN_NAME = machtao4xungngora
export DESIGN_NICKNAME = machtao4xungngora
export VERILOG_FILES = /design/flow/design.v
export SDC_FILE = /design/flow/constraint.sdc
export NUM_CORES = 4
export LEC_CHECK = 1
export CORE_UTILIZATION = 40
[./constraint.sdc]
current_design machtao4xungngora

set clk_period 5.2
set clk_io_pct 0.2

create_clock -name clk0 -period $clk_period [get_ports {clk}]

set non_clock_inputs [all_inputs -no_clocks]
set_input_delay [expr $clk_period * $clk_io_pct] -clock clk0 $non_clock_inputs
set_output_delay [expr $clk_period * $clk_io_pct] -clock clk0 [all_outputs]
[./design.v]
`timescale 1ns / 1ps
module machtao4xungngora
 #(parameter N= 30, M = 500000000)
( input wire clk, rs,
 output wire [3:0]q );
reg [N-1:0] r_reg01H,r_reg1H,r_reg10H,r_reg100H;
wire [N-1:0] r_next01H,r_next1H,r_next10H,r_next100H;
always @(posedge clk, posedge rs) begin
if (rs)
begin
r_reg01H <= 0;
r_reg1H <= 0;
r_reg10H <= 0;
r_reg100H <= 0; end
else
begin
r_reg01H<=r_next01H;
r_reg1H<=r_next1H;
r_reg10H<=r_next10H;
r_reg100H<=r_next100H; end
end
assign r_next01H = (r_reg01H==M)?0:r_reg01H + 1;
assign r_next1H = (r_reg1H==M/10)?0:r_reg1H + 1;
assign r_next10H = (r_reg10H==M/100)?0:r_reg10H + 1;
assign r_next100H = (r_reg100H==M/1000)?0:r_reg100H + 1;
assign q[0]=(r_reg01H<M/2)?0:1;
assign q[1]=(r_reg1H<M/20)?0:1;
assign q[2]=(r_reg10H<M/200)?0:1;
assign q[3]=(r_reg100H<M/2000)?0:1; 
endmodule
==> impl_metrics.toml <==
# physical design summary
[global_route]
grtUsageTotal = 0.162
antenna_found_initial = 0
first_global_vias = 4264
grt_pass1_wl_mm = 20.5
grt_max_degree = 55
grt.overflow.total = 0

[clock_tree]
htreeDepth = 4
root_buffer = "clkbuf_16"
cts_tree = "yes"
numCtsBuffers = 17
clk_path_buf_depth = 2
cts_resized = 0
clk_pin_slew_ns = 0.05
clkSinkCount = 120
clk_latency_ns = 0.41
post_cts_buffers = 0
postCtsHoldBufs = 0

[setup_path]
worstSetupStartpointType = "flip-flop"
cp_data_required_time_ns = 4.16
arrival_ns = 2.33
critPathKind = "reg -> out"
endpoint_kind = "primary output"
reg2reg_slack_ns = 2.85
crit_path_max_fanout = 6

[sta]
hold_viol_final = 0
fmax_mhz = 297
setup_tns_ns = 0
rsz0062_at_grt = "no"
period_used_share = 0.647
setup_slack_ns = 1.83
slew_headroom = 0.409
maxSlewViolCount = 0
tightestPinTransition_ns = 0.879
setup_viol = 0
skew_ns = 0.00539
min_period_ns = 3.37

[final_layout]
final-comb-area_mm2 = 0.00301
fillers = 1310
regArea_mm2 = 0.00300
drive_gt1_frac = 0.0858
areaGrowthSynthToFinish_pct = 14.1

[drt]
drc = 0
dr.pass1.iters = 5
antenna_left = 0
avgRoutedWirePerCell_um = 13.8
via_per_inst = 5.30
finalWirelength_mm = 11.4
vias = 4392
drt_iter0_drc = 203
antenna_cells = 0

[job]
openroad.warnings = 29
max_cap_viol_count = 0

[power_and_ir_drop]
power_leakage_nw = 3.07
p_seq_frac = 0.428
pwr-share-clk = 0.563
switchingPower_w = 0.000412
cellPowerDensity_mw_per_mm2 = 310
power.internal_w = 0.00177
comb_power_share = 0.009
switching_share = 0.189
vdd_drop_max_v = 0.000232

[worst_hold_path]
hold_path.class = "reg -> reg"

[logic_synthesis]
synth_top_area_share = 0.487
area_leaders = "dfrtp_1, xnor2_1, xor2_1"
synth.distinct_cells = 51
synth_area_mm2 = 0.00617
synth_warnings = 1
seq_area_frac_synth = 0.487
synth_flops = 120
yosys_cells = 617
largest_area_cell = "dfrtp_1"
ys_area_mm2 = 0.00617
synthCells = 617
syn-mean-instance-area_um2 = 9.99

[floorplan]
row_count = 45
design.core.area_mm2 = 0.0151
ios = 6
fp.dieW_um = 126
die_area_mm2 = 0.0159
die_h_um = 126
fp_util = 0.407

[run_status]
outcome = "finished, final reports clean"

[placement]
io_buffers = 5
routabilityCongestion = 0.883
place_hpwl_mm = 7.61
place_ws_ns = 2.26
==> critical path, cell delays in order, from the launching register on <==
cell             delay (ns)
dfrtp_1                0.44
o211a_1                0.25
o21a_1                 0.17
o31ai_1                0.19
nand3_1                0.11
a311o_1                0.36
clkdlybuf4s50_1        0.40
==> cell families (layout without fill, tap and decap cells) <==
family | after synthesis | count (layout) | share of synthesized area
and+or+nand+nor | 314 | 314 | 0.292
DFF | 120 | 120 | 0.487
xor gates and xnor gates | 102 | 102 | 0.145
buffers and inverters | 39 | 63 | 0.0250
AOI/OAI and AO/OA | 33 | 33 | 0.0335
adders and majority gates | 8 | 8 | 0.0162
muxes | 1 | 1 | 0.00162
==> Yosys cell counts (all sizes together) <==
master  count
dfrtp     120
nor2       77
xnor2      65
nand3      52
nand2      46
nand4      41
xor2       37
inv        23
nor4       19
nor3       18
and4       13
and3       11
o21ai      11
clkbuf      9
ha          8
a21oi       7
buf         7
nor2b       6
nor4b       6
and2        5
o31ai       5
or4         5
nand3b      3
or2         3
or3         3
a31oi       2
nand4b      2
o21a        2
a211o       1
a211oi      1
a311o       1
and4b       1
mux2i       1
nand2b      1
nor3b       1
nor4bb      1
o211a       1
o211ai      1
o21bai      1
==> sequential cells by signal, summed over array words and instances (netlist names) <==
name       count
r_reg01H      30
r_reg100H     30
r_reg10H      30
r_reg1H       30
==> path summary, 6_finish.rpt <==
kind / from / endpoint / depth (start not counted)
max: r_reg10H[6] / q[2] / 6
min: r_reg1H[29] / r_reg1H[29] / 1
max reg2reg: r_reg10H[6] / r_reg10H[19] / 6
min reg2reg: r_reg1H[29] / r_reg1H[29] / 1
max in group asynchronous: rs / r_reg10H[12] / 3
min in group asynchronous: rs / r_reg1H[19] / 2
==> power by group through the flow <==
stage | combinational, W | sequential, W | clock [W]
CTS | 0.0000216 | 0.000935 | 0.00126
global route | 0.0000243 | 0.000934 | 0.00131
finish | 0.0000197 | 0.000935 | 0.00123
==> final cells by class <==
cell class | count | share of cell area
Tap cell | 188 | 0.0334
Inverter | 23 | 0.0126
Sequential cell | 120 | 0.427
Timing Repair Buffer | 9 | 0.0114
Clock inverter | 8 | 0.0204
Clock buffer | 23 | 0.0679
Multi-Input combinational cell | 458 | 0.428
==> layer usage <==
metal  GRT usage  vias up  wire length [um]
li1            -     2188                 -
met1       0.265     2094              5790
met2       0.231       94              4890
met3      0.0411       16               563
met4      0.0248        0               182
met5           0        -                 0
==> cell usage in the layout (no fill, tap or decap), types with 6 or more instances in the layout <==
master       n
and3_1      11
inv_1       22
nor2_1      75
nor3_1      16
clkbuf_16   17
and4_1      13
nand4_1     37
nand3_1     51
nand2_1     46
xor2_1      37
ha_1         8
xnor2_1     65
o21ai_0     10
nor2b_1      6
dfrtp_1    120
nor4_1      13
a21oi_1      7
==> metrics by stage <==
step	hold slack [ns]	cell area [um^2]	instances	utilization	total power, W
global route	0.486	7040	829	0.465	0.00227
floorplan	0.440	6170	617	-	0.000965
CTS	0.477	7040	829	0.465	0.00222
detailed placement	0.464	6420	798	0.424	0.000972
global placement	0.461	6420	798	0.424	0.000972
finish	0.472	7040	829	0.465	0.00218
Power and IR drop assume default switching activity.
