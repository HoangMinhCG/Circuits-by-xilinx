==> ./design.v <==
`timescale 1ns / 1ps
module FFT(
input t, clk, rs,
output reg q );
always @(negedge clk)
begin
if (rs)
q <= 1'b0;
else
if (t)
q <= ~q;
else 
q <= q;
end
endmodule
`timescale 1ns / 1ps
module demdongboFF
#(parameter N= 26, M = 50000000) 
( input wire clk, reset,
 output wire q);
reg [N-1:0] r_reg;
wire [N-1:0] r_next;
always @(posedge clk, posedge reset)
if (reset)
r_reg <= 0;
else 
r_reg<=r_next;
assign r_next = (r_reg==M)?0:r_reg + 1;
assign q=(r_reg<M/2)?0:1;
endmodule
`timescale 1ns / 1ps
module ghepmach(
input clk, rs,
output wire [3:0]q );
wire c1, c2;
assign c1 = q[0] && q[1];
assign c2 = c1 && q[2];
wire ck, u;
demdongboFF c3(clk, rs, u);
assign ck = u;
FFT f1(1'b1, ck, rs, q[0]);
FFT f2(q[0], ck, rs, q[1]);
FFT f3(c1, ck, rs, q[2]);
FFT f4(c2, ck, rs, q[3]);
endmodule
==> ./run.sh <==
#!/bin/bash
# OpenROAD 26Q1-2900-gdf79404cd8, Yosys 0.63+post, stock flow scripts
make -C /OpenROAD-flow-scripts/flow DESIGN_CONFIG=/design/flow/config.mk WORK_HOME=/design/flow/orfs finish
==> ./config.mk <==
export PLATFORM = sky130hd
export DESIGN_NAME = ghepmach
export DESIGN_NICKNAME = ghepmach
export VERILOG_FILES = /design/flow/design.v
export SDC_FILE = /design/flow/constraint.sdc
export NUM_CORES = 4
export LEC_CHECK = 1
export CORE_UTILIZATION = 30
==> ./constraint.sdc <==
current_design ghepmach

set clk_period 3.3
set clk_io_pct 0.2

create_clock -name clk0 -period $clk_period [get_ports {clk}]

set non_clock_inputs [all_inputs -no_clocks]
set_input_delay [expr $clk_period * $clk_io_pct] -clock clk0 $non_clock_inputs
set_output_delay [expr $clk_period * $clk_io_pct] -clock clk0 [all_outputs]
==> qor.yml <==
outcome:
  outcome: "finished clean"
power:
  p_per_area_mw_per_mm2: 285
  total_power_uw: 503
  p_leak_uw: 0.000660
  peakVddDrop_uv: 262
floorplanning:
  chipWidth_microns: 76.4
  die_y_microns: 76.4
  fp_util: 0.319
  coreArea_sq_mm: 0.00520
  rows: 26
  pin_count: 6
  chipArea_sq_mm: 0.00583
yosys:
  top_area_frac: 0.392
  edf_count: 0
  synth.most_common_cell: "dfrtp_1"
  synth-main-ff-cell: "dfrtp_1"
  syn_inst: 165
  ys_top_cells_by_area: "dfrtp_1 39%, xnor2_1 6.9%, nand4_1 4.9%"
  ys.flops: 30
  ys_seq_frac: 0.440
  yosysUniqueCellTypes: 44
  async_flop_share: 0.867
  ys_cells: 165
  top_area_cell: "dfrtp_1"
  syn_area_per_cell_sq_um: 10.1
  syn-cell-area_sq_mm: 0.00166
  ys_area_sq_mm: 0.00166
  ys_warn_count: 2
  synthTopCellsByCount: "26 x dfrtp_1, 18 x nor2_1, 13 x nand3_1, 13 x nand4_1, 13 x xnor2_1"
final_timing:
  rsz0062_at_grt: "false"
  slew_violations: 0
  hold_viol: 0
  period_used_share: 0.715
  max_slew.worst_pin.slew_ns: 0.789
  untimed_endpoints: 8
  clock.fmax_ghz: 0.424
  skew_ns: 0.00230
  tns_ns: 0
  period_minus_slack_ns: 2.36
  finalSetupViolations: 0
  unclocked_pins: 4
  slew-limit-headroom: 0.470
clock_tree:
  clockBufferDepth: 2
  cts_tree: "built"
  htreeDepth: 1
  post_cts_buffers: 0
  cts_hold_repair.buffers: 0
  cts_resized: 0
  clk_pin_slew_ns: 0.08
  root_buffer: "clkbuf_8"
  numCtsBuffers: 3
  clkLatencyLatePin_ns: 0.26
drt:
  num_antenna_cells: 0
  drt_wl_total_microns: 3150
  dr.pass1.iters: 4
  wire_per_inst_microns: 13.5
  drtIter0Drc: 107
  drc: 0
  vias_per_cell: 5.11
  ant_nets: 0
  num_vias: 1191
place:
  dp_hpwl_microns: 2270
  gp_congestion: 0.905
  port-buffer-count: 5
global_routing:
  grtUsageTotal: 0.124
  grt_first_pass_wirelength_microns: 5730
  antenna_found_initial: 0
  grt_overflow: 0
  grt_max_degree: 27
  grt_pass1_vias: 1130
run:
  cap_violations: 0
  warnings: 27
setup_path:
  start_kind: "flip-flop"
  endpoint_kind: "flip-flop"
  cp_max_fo: 13
  crit_type: "reg -> reg"
  arrival_ns: 2.53
  required_ns: 3.46
  worst_r2r_path_depth: 4
layout:
  largest_register_ffs: 26
  syn_to_final_growth_pct: 6.11
  drive_above_1_share: 0.0736
hold_path:
  min_path_cells: 1
  hold_class: "reg -> reg"
routing by layer:
| layer | up-vias | part of all wire | track usage |
|---|---|---|---|
| li1 | 591 | - | - |
| met1 | 565 | 0.51 | 0.199 |
| met2 | 33 | 0.44 | 0.188 |
| met3 | 2 | 0.044 | 0.0207 |
| met4 | 0 | 0.0054 | 0.00769 |
| met5 | - | 0 | 0 |
worst max-delay path, stage by stage, from the launching register on:
cell and delay [ns]:
dfrtp_1 0.48, or4_1 0.55, or3_1 0.39, nor4_4 0.62, o21ba_1 0.23
cell families after synthesis:
logic type,Yosys count,share of synthesized area
compound gates,17,0.0747
mux,2,0.0121
fa+ha+maj,3,0.0226
flops,30,0.440
simple gates,77,0.285
xor+xnor,19,0.100
buf+inv,17,0.0648
final cells by class:
cell class              instances  area, sq um
flip-flops and latches         30          731
well taps                      70         87.6
fillers                       527         3440
multi-input cells             118          821
inverters                       6         22.5
clock buffers                   3         41.3
repair buffers                  6         57.6
path summary, 6_finish.rpt:
path | slack [ns] | start | end
max | 0.94 | c3.r_reg[4] | c3.r_reg[22]
min | 0.54 | c3.r_reg[25] | c3.r_reg[25]
max reg2reg | 0.94 | c3.r_reg[4] | c3.r_reg[22]
min reg2reg | 0.54 | c3.r_reg[25] | c3.r_reg[25]
max in group asynchronous | 2.19 | rs | c3.r_reg[1]
min in group asynchronous | 0.86 | rs | c3.r_reg[24]
stage by stage:
| step | std cells | hold slack, ns | util | cell area [sq um] | setup WS, ns |
|---|---|---|---|---|---|
| global route | 233 | 0.563 | 0.338 | 1760 | 0.827 |
| finish | 233 | 0.538 | 0.338 | 1760 | 0.939 |
| CTS | 233 | 0.540 | 0.338 | 1760 | 0.963 |
| global placement | 230 | 0.524 | 0.330 | 1720 | 0.984 |
| detailed placement | 230 | 0.523 | 0.330 | 1720 | 0.964 |
| floorplan | 165 | 0.462 | - | 1660 | 1.43 |
layout by cell type, fill, tap and decap left out, types with 4 or more instances in the layout:
cell type,count
dfrtp_1,26
nor2_1,18
nand4_1,13
nand3_1,13
xnor2_1,13
nand2_1,7
inv_1,6
xor2_1,6
clkdlybuf4s50_1,5
or4_1,4
a21oi_1,4
dfxtp_1,4
report_power, final:
| group | total (uW) | leakage [uW] | internal (uW) | switching, uW |
|---|---|---|---|---|
| Combinational | 8.90 | 0.000252 | 2.08 | 6.82 |
| Sequential | 318 | 0.000387 | 318 | 0 |
| Clock | 175 | 0.0000216 | 81.7 | 93.6 |
| Total | 503 | 0.000660 | 402 | 100 |
Power is estimated from default activity; no workload was simulated.
